### flow/config.mk
export PLATFORM = sky130hd
export DESIGN_NAME = SumadorRestador
export DESIGN_NICKNAME = SumadorRestador
export VERILOG_FILES = /design/flow/design.v
export SDC_FILE = /design/flow/constraint.sdc
export NUM_CORES = 4
export LEC_CHECK = 1
export CORE_AREA = 10 10 110 110
export DIE_AREA = 0 0 120 120
### flow/constraint.sdc
current_design SumadorRestador

set clk_period 12.2
set clk_io_pct 0.2

create_clock -name clk0 -period $clk_period

set non_clock_inputs [all_inputs -no_clocks]
set_input_delay [expr $clk_period * $clk_io_pct] -clock clk0 $non_clock_inputs
set_output_delay [expr $clk_period * $clk_io_pct] -clock clk0 [all_outputs]
### flow/design.v
module Sumador(
      input     [31:0]a_i,
		input     [31:0]b_i,
		input          c_i,
		output    [31:0]s_o,
		output         c_o
);
      wire           carry_w;
		Sumador16bits Sumador16_0(
		   .a_i      (a_i[15:0]),
			.b_i      (b_i[15:0]),
			.c_i      (c_i),
			.s_o      (s_o[15:0]),
			.c_o      (carry_w)
		);
		Sumador16bits Sumador16_1(
		   .a_i      (a_i[31:16]),
			.b_i      (b_i[31:16]),
			.c_i      (carry_w),
			.s_o      (s_o[31:16]),
			.c_o      (c_o)
		);
endmodule
module Sumador1Bit (  
		input		a_i,
		input		b_i,
		input		c_i,
		output	s_o,
		output	c_o
);
	assign    s_o = a_i ^ b_i ^ c_i;								 
	assign    c_o = (a_i & b_i) | ((a_i | b_i) & c_i); 
endmodule
module Sumador4bits (
		input		[3:0] a_i,
		input		[3:0] b_i,
		input		c_i,
		output	[3:0] s_o,
		output	c_o
);
	wire [2:0] carry_w;		 
		Sumador1Bit Sumador_0(
		   .a_i		(a_i[0]),
			.b_i		(b_i[0]),
			.c_i		(c_i),
			.s_o		(s_o[0]),
			.c_o		(carry_w[0])
		);
		Sumador1Bit Sumador_1(
		   .a_i		(a_i[1]),
			.b_i		(b_i[1]),
			.c_i		(carry_w[0]),
			.s_o		(s_o[1]),
			.c_o		(carry_w[1])
		);
		Sumador1Bit Sumador_2(
		   .a_i		(a_i[2]),
			.b_i		(b_i[2]),
			.c_i		(carry_w[1]),
			.s_o		(s_o[2]),
			.c_o		(carry_w[2])
		);
		Sumador1Bit Sumador_3(
		   .a_i		(a_i[3]),
			.b_i		(b_i[3]),
			.c_i		(carry_w[2]),
			.s_o		(s_o[3]),
			.c_o		(c_o)
		);
endmodule
module Sumador16bits(
      input     [15:0]a_i,
		input     [15:0]b_i,
		input          c_i,
		output    [15:0]s_o,
		output         c_o
);
      wire      [2:0]carry_w;
		Sumador4bits Sumador4_0(
		   .a_i      (a_i[3:0]),
			.b_i      (b_i[3:0]),
			.c_i      (c_i),
			.s_o      (s_o[3:0]),
			.c_o      (carry_w[0])
		);
		Sumador4bits Sumador4_1(
		   .a_i      (a_i[7:4]),
			.b_i      (b_i[7:4]),
			.c_i      (carry_w[0]),
			.s_o      (s_o[7:4]),
			.c_o      (carry_w[1])
		);
		Sumador4bits Sumador4_2(
		   .a_i      (a_i[11:8]),
			.b_i      (b_i[11:8]),
			.c_i      (carry_w[1]),
			.s_o      (s_o[11:8]),
			.c_o      (carry_w[2])
		);
		Sumador4bits Sumador4_3(
		   .a_i      (a_i[15:12]),
			.b_i      (b_i[15:12]),
			.c_i      (carry_w[2]),
			.s_o      (s_o[15:12]),
			.c_o      (c_o)
		);
endmodule
module SumadorRestador(
		input			enable_i,			 
		input			fun7_bit6_i,	 
		input			[31:0] a_i,
		input			[31:0] b_i,
		output		[31:0] suma_o,
		output				 cout_o
);
	reg [31:0] opeb_w;
	reg		  cin_w;
	always @(*)
	begin
		if (fun7_bit6_i) begin  
			opeb_w = ~(b_i);
			cin_w  = 1'b1;
		end
		else begin		 
			opeb_w = b_i;
			cin_w  = 1'b0;
		end
	end
	Sumador AddSub_U0(
      .a_i		(a_i),
		.b_i		(opeb_w),
		.c_i		(cin_w),
		.s_o		(suma_o),
		.c_o		(cout_o)
);
endmodule
### flow/run.sh
#!/bin/bash
# OpenROAD 26Q1-2900-gdf79404cd8, Yosys 0.63+post, stock flow scripts
make -C /OpenROAD-flow-scripts/flow DESIGN_CONFIG=/design/flow/config.mk WORK_HOME=/design/flow/orfs finish
==> GITHUB_STEP_SUMMARY <==
## Synthesis and layout report

| Metric | Value |
|---|---|
| Seq cells | `0` |
| Fp util | `14.7%` |
| Synth warn | `1` |
| Pre-CTS WS | `-4.55 ns` |
| Post-route DRC | `0` |
| Syn Area/Cell | `9.07 sq um` |
| Relative slew slack | `77.3%` |
| Fin crit share | `130%` |
| Worst Path Arrival | `13.48 ns` |
| Critical Path RT | `9.76 ns` |
| Core outline area | `between 9000 and 10000 sq um` |
| Worst Setup Start Kind | `input pin` |
| Syn Inst Count | `159` |
| Max cap viols | `0` |
| Detailed router's first-iteration violation count | `14` |
| Die footprint | `14400 sq um` |
| Worst VDD drop | `0.0000181 V` |
| Minimum clock period | `15.92 ns` |
| Synthesis area per yosys | `1440 sq um` |
| Final setup vio count | `13` |
| Seq pwr share | `0%` |
| Area Overhead vs Synth | `64.8%` |
| Switching share of power | `between 30 and 40%` |
| Hold/Removal Path Class | `in2out` |
| Slew Limit Fails | `0` |
| Crit. End Element | `output port` |
| Filler Cell Count | `1040` |
| Outcome | `finished, violations left` |
| Tool Warnings | `36` |
| Routed WL per cell | `10.4 microns` |
| Switching power total | `about 0.000047 W` |
| Remaining antenna violation count | `0` |
| Vias post-DR | `1053` |
| Antenna violations before repair | `0` |
| Most frequent cell on the critical path | `fa_2` |
| Die Height | `120 microns` |
| Leakage dissipation | `slightly above 1 nW` |
| Crit Path Category | `in2out` |
| Crit-path max FO | `4` |
| GRT Residual Overflow | `0` |
| Largest net degree at the start of global routing | `20` |
| Yosys cell count | `159` |
| Synth cell types | `10` |
| IO Port Bufs | `98` |
| Seq share, synth | `0%` |
| Reg area | `0 sq um` |
| Hpwl dp | `between 3000 and 4000 microns` |
| Ant. Diodes | `0` |
| CP max stage cell | `fa_2` |
| Area occupied by multi-input gates | `1020 sq um` |
| Total Wirelength | `3750 microns` |
| Via density | `between 2 and 3` |
| Internal | `~0.000092 W` |
| GP Congestion | `0.768` |
| Horiz. Die Dim | `between 100 and 150 microns` |
| Combinational group share of total power | `100.0%` |
| Least-Margin Pin Slew | `0.340 ns` |
| CP Capture Point | `suma_o[31]` |
| Design Power | `between 0.0001 and 0.00015 W` |
| Critical Path Start | `fun7_bit6_i` |
| Number of global-route vias before repair | `1226` |
| Worst path max stage delay | `0.41 ns` |
| Failing checks | `negative setup slack` |
| Power share of the clock group | `0%` |
| First-pass iteration count of the detailed router | `3` |
| Worst setup margin | `-3.72 ns` |
| Global-route wire length before repair | `~6000 microns` |
| Clkbuf count | `0` |
| Final core occ | `24.3%` |
| FMAX | `0.0628 GHz` |
| FP Rows | `36` |
| GRT Total Usage | `5.15%` |
| Layout cell share with drive strength beyond 1 | `29.6%` |
| Top Ports | `99` |
| Pwr Density | `58.6 nW/um^2` |
| Mapped cell area | `1440 sq um` |
| Final hold viol count | `0` |
| RSZ-0062 raised after global routing | `yes` |
## cell usage after synthesis
master / n / area [sq um]
fa_1: 31 / 621
mux2i_1: 1 / 10.0
buf_4: 32 / 240
xnor2_1: 28 / 245
buf_12: 1 / 20.0
buf_8: 2 / 30.0
xor2_2: 1 / 16.3
xor2_1: 3 / 26.3
buf_6: 1 / 11.3
inv_1: 59 / 221
## repair_timing
item	CTS	global route
endpoints found under the setup margin	15	14
resized	64	12
pin swaps	1	0
hold buffers	0	0
setup buffers	1	0
gates cloned	0	0
## routing by layer
layer	track usage, %	wire length (microns)	up-vias
li1	-	-	518
met1	6.50	1550	476
met2	8.32	1700	59
met3	2.57	502	0
met4	0	0	0
met5	0	0	-
## worst min path at each step
stage | startpoint | to | cells after the start
6_report | b_i[0] | suma_o[0] | 3
5_1_grt | b_i[0] | suma_o[0] | 3
4_1_cts | b_i[0] | suma_o[0] | 3
## power by group through the flow
| stage | Sequential, W | Combinational [W] | Clock, W |
|---|---|---|---|
| CTS | 0 | 0.000143 | 0 |
| global route | 0 | 0.000160 | 0 |
| finish | 0 | 0.000139 | 0 |
## stage by stage
stage,area [sq um],cells,hold slack [ns],setup TNS (ns)
6_report,2370,359,5.42,-28.14
5_1_grt,2370,359,5.44,-31.09
4_1_cts,2370,359,5.43,-29.86
3_5_place_dp,2400,358,5.88,-39.64
3_3_place_gp,2400,358,5.88,-39.30
2_1_floorplan,1530,159,4.99,-26.55
## layout by cell type, fill, tap and decap left out
| cell | netlist | layout |
|---|---|---|
| xnor2_4 | 0 | 1 |
| inv_1 | 59 | 48 |
| xor2_1 | 3 | 3 |
| inv_2 | 0 | 11 |
| buf_2 | 0 | 11 |
| clkbuf_2 | 0 | 2 |
| clkdlybuf4s15_2 | 0 | 1 |
| buf_12 | 1 | 1 |
| fa_1 | 31 | 1 |
| buf_6 | 1 | 3 |
| mux2i_2 | 0 | 1 |
| buf_4 | 32 | 5 |
| xor2_2 | 1 | 1 |
| clkdlybuf4s50_1 | 0 | 79 |
| xnor2_1 | 28 | 27 |
| fa_2 | 0 | 30 |
| dlymetal6s2s_1 | 0 | 1 |
## critical path, delay by kind of cell
kind       cells  cell delay, ns
buf+inv        5            0.38
xor+xnor       1            0.12
fa+ha+maj     31           10.53
## cell type report
class / count / share of cell area [%]
inverter: 59 / 9.33
timing repair buffer: 103 / 40.9
tap: 133 / 7.01
multi-input combinational: 64 / 42.8
## cell families (layout without fill, tap and decap cells)
kind of cell,after synthesis,count (layout),share of synthesized area (%)
mux,1,1,0.694
fa+ha+maj,31,31,43.1
xor+xnor,32,32,20.0
buf+inv,95,162,36.3
Power is estimated from default activity; no workload was simulated.
