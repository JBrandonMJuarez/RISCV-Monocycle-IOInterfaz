[design.v]
module RegisterFile (
		input			clk_i,
		input			rr_re_i,
		input			[4:0] rr_rs1_i,
		input			[4:0] rr_rs2_i,
		output 		[31:0]rr_datars1_o,
		output 		[31:0]rr_datars2_o,
		input		rr_we_i,
		input		[4:0] rr_rd_i,
		input		[31:0] rr_datard_i
);
	reg	[0:31]	RegisterFile [31:0];
	initial
	begin
		RegisterFile[0] = 32'b0;
		RegisterFile[1] = 32'b0;
		RegisterFile[2] = 32'b0;
		RegisterFile[3] = 32'b0;
		RegisterFile[4] = 32'b0;
		RegisterFile[5] = 32'b0;
		RegisterFile[6] = 32'b0;
		RegisterFile[7] = 32'b0;
		RegisterFile[8] = 32'b0;
		RegisterFile[9] = 32'b0;
		RegisterFile[10] = 32'b0;
		RegisterFile[11] = 32'b0;
		RegisterFile[12] = 32'b0;
		RegisterFile[13] = 32'b0;
		RegisterFile[14] = 32'b0;
		RegisterFile[15] = 32'b0;
		RegisterFile[16] = 32'b0;
		RegisterFile[17] = 32'b0;
		RegisterFile[18] = 32'b0;
		RegisterFile[19] = 32'b0;
		RegisterFile[20] = 32'b0;
		RegisterFile[21] = 32'b0;
		RegisterFile[22] = 32'b0;
		RegisterFile[23] = 32'b0;
		RegisterFile[24] = 32'b0;
		RegisterFile[25] = 32'b0;
		RegisterFile[26] = 32'b0;
		RegisterFile[27] = 32'b0;
		RegisterFile[28] = 32'b0;
		RegisterFile[29] = 32'b0;
		RegisterFile[30] = 32'b0;
		RegisterFile[31] = 32'b0;
	end
	always @(posedge clk_i)
	begin
		if(rr_we_i)
			RegisterFile[rr_rd_i] <= rr_datard_i;
	end
	assign	rr_datars1_o = RegisterFile[rr_rs1_i];
	assign	rr_datars2_o = RegisterFile[rr_rs2_i];
endmodule
[run.sh]
#!/bin/bash
# OpenROAD 26Q1-2900-gdf79404cd8, Yosys 0.63+post, stock flow scripts
make -C /OpenROAD-flow-scripts/flow DESIGN_CONFIG=/design/flow/config.mk WORK_HOME=/design/flow/orfs finish
[constraint.sdc]
current_design RegisterFile

set clk_period 5.1
set clk_io_pct 0.2

create_clock -name clk0 -period $clk_period [get_ports {clk_i}]

set non_clock_inputs [all_inputs -no_clocks]
set_input_delay [expr $clk_period * $clk_io_pct] -clock clk0 $non_clock_inputs
set_output_delay [expr $clk_period * $clk_io_pct] -clock clk0 [all_outputs]
[config.mk]
export PLATFORM = sky130hd
export DESIGN_NAME = RegisterFile
export DESIGN_NICKNAME = RegisterFile
export VERILOG_FILES = /design/flow/design.v
export SDC_FILE = /design/flow/constraint.sdc
export NUM_CORES = 4
export LEC_CHECK = 1
export CORE_UTILIZATION = 30
==> flow_summary_export.csv <==
group,metric,value,unit
run_status,status,"complete, no violations",
clock_tree,cts_hold_buf,0,
critical_path,crit_fanout,32,
sta,fmax,0.211,GHz
min_path,min-delay-start,"rr_datard_i[14]",
route,drt_iter0_drc,2092,
clock_tree,numClockSinks,1024,
sta,setup-violations-final,0,
route,vias_per_cell,5.35,
min_path,hold_path_class,"in2reg",
placed_design,place_congestion,0.856,
global_route,track_usage,19.3,%
placed_design,dp_hpwl,87.1,mm
die,initial_core_util,30.3,%
sta,period_minus_slack,4.74,ns
critical_path,crit_path_start_kind,"primary input",
critical_path,critPathArrivalTime,3.72,ns
die,rows,147,
finish,most-common-layout-cells,"1024 x edfxtp_1, 1024 x mux2i_1, 194 x nand3_1",
die,die_h,405,um
die,io_pins,114,
sta,max_slew.worst_pin.slew,0.903,ns
global_route,grt_pass1_vias,32313,
logic_synthesis,top_cell_area_share,63.0,%
clock_tree,clkTransAtPathRegs,0.06,ns
critical_path,path_class,"in2out",
power_and_ir_drop,powerDensity,324,nW/um^2
clock_tree,cts_setup_buffers,0,
logic_synthesis,ys.flops,1024,
sta,hold_ws,1.13,ns
logic_synthesis,avgSynthCellArea,14.4,um^2
logic_synthesis,ys_area,48800,um^2
finish,reg_top3,"RegisterFile x1024",
route,drc,0,
finish,largest_register_ffs,1024,
global_route,antenna_found_initial,10,
clock_tree,ctsRootBufferMaster,"clkbuf_16",
route,wl,152,mm
sta,drv_slew,0,
critical_path,required,4.08,ns
clock_tree,clockBufferDepth,3,
clock_tree,cts_tree,"built",
sta,finalClockPeriodUsage,92.8,%
power_and_ir_drop,peakVddDrop,0.257,mV
finish,drive_above_1_share,10.8,%
global_route,grt_max_degree,58,
logic_synthesis,syn_inst,3386,
logic_synthesis,yosys.stat.seqShare,63.0,%
route,vias,31014,
route,ant_nets,0,
placed_design,placed_area,53800,um^2
critical_path,crit_path_start,"rr_rs1_i[2]",
finish,fin_area,57000,um^2
critical_path,crit_path_end_kind,"output pin",
die,die_width,405,um
sta,rsz0062_at_grt,"no",
global_route,grt-ovfl-total,0,
placed_design,dp_cells,5602,
logic_synthesis,synth.distinct_cells,23,
sta,hold_viol_final,0,
run,warning_count,27,
logic_synthesis,netlist_area,48800,um^2
finish,fin_util,35.4,%
logic_synthesis,ys_warn_count,1,
route,post_drt_wl_per_cell,26.2,um
power_and_ir_drop,leakagePower,0.0206,uW
placed_design,portBuffers,112,
finish,area_growth,16.7,%
die,die_area,164000,um^2
clock_tree,cts_resized,0,
die,coreArea,161000,um^2
finish,final_cells,5792,
logic_synthesis,yosys-top-cells-area,"edfxtp_1 63%, mux2i_1 21%, a22oi_1 3.0%",
logic_synthesis,yosysCellCount,3386,
logic_synthesis,yosysTopAreaCell,"edfxtp_1",
finish,regMostFlops,"RegisterFile",
finish,num-fill-cells,15108,
clock_tree,cts_made_buffers,103,
global_route,grt_pass1_wl,216,mm
route,dr.pass1.iters,5,
sta,fin_tns_setup,0,ns
clock_tree,cts.htree.levels,3,
sta,slew_headroom,39.6,%
run,maxCapViolCount,0,
[cell usage after synthesis]
library cell	count
nor3_1	64
or3_1	1
a22o_1	128
clkbuf_1	86
buf_1	1
nand2_1	195
or2_2	2
nor2b_1	4
clkbuf_4	4
nand3_1	194
a31oi_1	64
mux2i_1	1024
and2_1	2
or3b_2	3
nand2b_1	4
nor2_1	35
a21oi_1	192
buf_2	70
a22oi_1	192
buf_6	45
buf_4	47
nand3b_1	5
edfxtp_1	1024
[metal layers]
metal  wire, um  vias up  share of wire [%]  track usage [%]
met5        218        -               0.14            0.595
met4       4660       22                3.1             4.90
met3      22100      276                 15             12.4
met2      71100     1692                 47             29.8
met1      53600    15314                 35             22.3
li1           -    13710                  -                -
[worst max-delay path: stages]
cell,delay (ns)
clkdlybuf4s50_1,0.62
and2_4,0.35
buf_12,0.30
buf_4,0.29
a22o_1,0.17
nor3_1,0.05
a31oi_1,0.26
nand3_1,0.17
clkdlybuf4s50_1,0.44
[path summary, 6_finish.rpt]
path | end | slack, ns | cells past startpoint
hold / removal | RegisterFile[26][14]$_DFFE_PP_ | 1.13 | 2
setup / recovery | rr_datars1_o[29] | 0.36 | 9
[where the power goes]
group	switching (uW)	internal [uW]	leakage [uW]
clock	3210	4010	0.00155
sequential	39.4	9360	0.00922
combinational	1090	724	0.00983
[metrics by stage]
step	total power, uW	setup slack, ns
floorplan	10500	1.65
global placement	11400	0.412
detailed placement	11400	0.355
CTS	18600	0.367
global route	19000	0.271
finish	18400	0.365
[final cells by class]
class	count	area, um^2	area share (%)
antenna	1	2.50	0.00439
clock buffer	121	2650	4.64
clock inverter	68	542	0.951
multi-input combinational	2109	16800	29.5
sequential	1024	30700	54.0
tap	2160	2700	4.75
timing repair buffer	309	3540	6.21
[cell families after synthesis]
group	count (synthesis)	synth area share, %
compound gates	576	8.04
buf+inv	253	3.21
flops	1024	63.0
mux	1024	21.0
simple gates	509	4.71
Power figures rest on the tool's default switching activity, not on a simulated workload.
